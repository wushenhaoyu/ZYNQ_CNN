## /design/flow/config.mk

```make
export PLATFORM = sky130hd
export DESIGN_NAME = Relu
export DESIGN_NICKNAME = Relu
export VERILOG_FILES = /design/flow/design.v
export SDC_FILE = /design/flow/constraint.sdc
export NUM_CORES = 4
export LEC_CHECK = 1
export CORE_AREA = 10 10 70 70
export DIE_AREA = 0 0 80 80
```

## /design/flow/design.v

```verilog
`timescale 1ns / 1ps
module Relu#(
    parameter DATA_WIDTH = 16,
    parameter WEIGHT_INT_WIDTH = 4
)(
    input       [2 * DATA_WIDTH-1:0]      x,
    output      [DATA_WIDTH-1:0]          y 
    );
assign y = ($signed(x) >= 0) ? x[2*DATA_WIDTH-1-WEIGHT_INT_WIDTH-:DATA_WIDTH] : 0;
endmodule
```

## /design/flow/constraint.sdc

```tcl
current_design Relu

set clk_period 1.0
set clk_io_pct 0.2

create_clock -name clk0 -period $clk_period

set non_clock_inputs [all_inputs -no_clocks]
set_input_delay [expr $clk_period * $clk_io_pct] -clock clk0 $non_clock_inputs
set_output_delay [expr $clk_period * $clk_io_pct] -clock clk0 [all_outputs]
```

## /design/flow/run.sh

```bash
#!/bin/bash
# OpenROAD 26Q1-2900-gdf79404cd8, Yosys 0.63+post, stock flow scripts
make -C /OpenROAD-flow-scripts/flow DESIGN_CONFIG=/design/flow/config.mk WORK_HOME=/design/flow/orfs finish
```

==> run notes <==
impl run done, here's what came out: status=complete, no violations, initial antenna violation count=0, most frequent cells in the layout=buf_2 (15), dlygate4sd2_1 (14), nor2b_4 (9), Rows=21, Final Hold Viols=0, die area=0.006400 sq mm, WL per Instance=13.06 um, cell chain of the critical path=buf_8 > buf_12 > buf_8 > nor2b_4 > buf_2, min Tclk post-route=~0.95 ns, MUX area fraction=0%, Layout clock buffers=0, antenna cells=0, yosys cell count=17, Post-synth seq share=0%, Critical Path Source Type=input pin, crit path kind=input pin to output pin, CP Data Required Time=roughly 0.8 ns, final setup violation count=0, mean number of vias per cell=between 2 and 3, Slowest-stage cell, CP=buf_12, Tcrit/Tclk final=between 90% and 100%, Hold-fix buffers, CTS=0, non-filler cells, final=~100, Synth warnings=0, Dominant comb cell=simple AND/OR/NAND/NOR gates, slew of the pin with the lowest slew margin=around 0.087 ns, DR iter-0 viols=3, Worst Path Arrival=roughly 0.75 ns, Simple-Gate Area Share=roughly 90%, HP Class=input pin to output pin, Register Area=0 sq um, leakage power=roughly 0.3 nW, largest net degree at the start of global routing=11, Top area cell types=nor2b_2 (43%), and2b_2 (37%), nor2b_1 (13%), buf_6 (7.8%), Final Util=about 16%, ratio of cells with drive above 1 in the final layout=between 60 and 70%, FF+latch count=0, worst hold slack=0.6530 ns, Port Buffer Count=33, post-synthesis cell count=17, max frequency=1050 MHz, vias in the first global route=~300, Top-area cell share=between 40 and 50%, XOR Share, Synth=0%, P&R area growth vs syn=278.3%, Top cell excl fill/tap=buf_2, core area=approximately 0.0034 sq mm, VDD IR-drop max=~0.000097 V, Max-cap violations=0, Adder Share, Synth=0%, Die Y=roughly 80 um, worst-path fanout max=10, Tool Warnings=50, Unique cell types=4, Syn Std Cell Area=143.9 sq um, Crit path largest cell delay=around 0.13 ns, RSZ-0062 raised after global routing=false, Die Width=about 80 um, DRC errors left=0, Compound-Gate Fraction of Synth Area=0%, post-synthesis cell type with the largest combined area=nor2b_2, endpoint class of the critical path=output pin, drt first pass iters=2, Placer Congestion=~0.69, Pwr Density=between 300 and 400 mW/mm^2, Yosys chip area=143.9 sq um, mean post-synth cell area=8.464 sq um, boundary pin count=48, first-pass GRT wire length=1.932 mm, total gr overflow=0, Routed Antenna Nets=0, DP HPWL=~1.2 mm, CP most frequent cell=buf_8, FP Core Util=about 4.2%, placed insts=roughly 97, Vias=262, GRT Util Overall=between 3 and 4%, total wire length=approximately 1.3 mm, Pins Over Slew Limit=0, Slew HR=94.18%
-- cell type report --
cell class | count | area, sq um
fillers | 403 | 2872
well taps | 46 | 57.56
multi-input cells | 16 | 182.7
repair buffers | 38 | 304.0
-- final timing paths --
| check | depth (start not counted) | end | startpoint |
|---|---|---|---|
| min | 3 | y[14] | x[31] |
| max | 5 | y[11] | x[31] |
-- cells in the mapped netlist --
cell type,number
nor2b_2,7
and2b_2,6
nor2b_1,3
buf_6,1
-- cells by family (layout without fill, tap and decap cells) --
| kind of cell | count (synthesis) | in the layout |
|---|---|---|
| buffers and inverters | 1 | 38 |
| and+or+nand+nor | 16 | 16 |
-- power by group --
group          internal [W]  leakage [nW]  total [W]  switching [W]
registers                 0             0          0              0
logic              0.000122         0.298   0.000172      0.0000502
clock network             0             0          0              0
total              0.000122         0.298   0.000172      0.0000502
-- routing by layer --
layer / share of wire, % / track usage, % / up-vias
met5: 0 / 0 / -
met4: 0 / 0 / 0
met3: 7.4 / 1.136 / 0
met2: 49 / 6.982 / 17
met1: 44 / 4.812 / 121
li1: - / - / 124
-- worst max-delay path, delay by kind of cell --
| family | cells | cell delay [ns] |
|---|---|---|
| AND/OR/NAND/NOR | 1 | 0.09 |
| buffers and inverters | 4 | 0.47 |
-- per-stage QoR --
step / power [W] / TNS [ns] / setup slack, ns / instance area, sq um
final: 0.0001718 / 0 / 0.04724 / 544.3
after global routing: 0.0001842 / 0 / 0.01670 / 544.3
after CTS: 0.0001763 / 0 / 0.03918 / 544.3
after detailed placement: 0.0001820 / -11.63 / -0.7774 / 535.5
after global placement: 0.0001808 / -11.27 / -0.7504 / 535.5
after floorplan: 0.00003510 / 0 / 0.4083 / 143.9
-- timing repair --
item / in CTS / in global routing
buffers inserted: 3 / 0
gates resized: 92 / 0
setup endpoints to repair: 16 / 0
No activity file was given, so power comes from the tool's default toggle rates.
