===== run.sh =====
#!/bin/bash
# OpenROAD 26Q1-2900-gdf79404cd8, Yosys 0.63+post, stock flow scripts
make -C /OpenROAD-flow-scripts/flow DESIGN_CONFIG=/design/flow/config.mk WORK_HOME=/design/flow/orfs finish

===== config.mk =====
export PLATFORM = sky130hd
export DESIGN_NAME = mult_2
export DESIGN_NICKNAME = mult_2
export VERILOG_FILES = /design/flow/design.v
export SDC_FILE = /design/flow/constraint.sdc
export NUM_CORES = 4
export LEC_CHECK = 1
export CORE_UTILIZATION = 30

===== constraint.sdc =====
current_design mult_2

set clk_period 18.3
set clk_io_pct 0.2

create_clock -name clk0 -period $clk_period

set non_clock_inputs [all_inputs -no_clocks]
set_input_delay [expr $clk_period * $clk_io_pct] -clock clk0 $non_clock_inputs
set_output_delay [expr $clk_period * $clk_io_pct] -clock clk0 [all_outputs]

===== design.v =====
`timescale 1ns / 1ps
module mult_2#(
            parameter DATA_WIDTH = 16           ,
            parameter INPUT_NUM = 6             
    )(
        input clk,
        input [DATA_WIDTH * INPUT_NUM - 1 : 0]          input_data  ,
        input [DATA_WIDTH * INPUT_NUM - 1 : 0]          weight_data ,
        output  [DATA_WIDTH * INPUT_NUM * 2 - 1 : 0]    output_data
    );
    genvar i;
    generate
        for(i = 0; i < INPUT_NUM; i = i + 1) begin
            assign output_data[DATA_WIDTH * i * 2 +: DATA_WIDTH * 2] = input_data[DATA_WIDTH*i +: DATA_WIDTH] * weight_data[DATA_WIDTH*i +: DATA_WIDTH];
        end
    endgenerate
endmodule

==> reports/results.tsv <==
stage	metric	value	unit
floorplan	initial_utilization	0.3028	
drt	totalWireLength	127.5	mm
sta	slew_violations	0	
global_route	grt_max_degree	17	
worst_setup_path	end_kind	output pin	
sta	finalCritPeriodShare	0.8234	
drt	drc	0	
finish	sequential_cell_total	0	
sta	finalSetupTns	0	ps
worst_setup_path	crit_family	adder cells	
sta	fin_crit	15070	ps
floorplan	die_area	170600	um2
worst_setup_path	crit_required	14640	ps
finish	clkbuf_count	0	
min_path	hold_class	in -> out	
sta	worst_pin_slew	914.2	ps
synth	syn_area	50700	um2
sta	slew_headroom	0.3887	
clocking	cts_hold_buf	0	
global_route	antenna_found_initial	12	
worst_setup_path	cp_max_fo	16	
global_route	groute.usage.overall	0.1643	
synth	synth_warnings	0	
sta	final_hold_viol_count	0	
synth	top_area_frac	0.4596	
worst_setup_path	crit_chain	clkdlybuf4s50_1 -> nand2_1 -> fa_1 -> fa_1 -> fa_1 -> fa_1 -> inv_1 -> fa_1 -> inv_1 -> fa_1 -> inv_1 -> ha_1 -> and2_1 -> nor2b_1 -> a211oi_1 -> nand2_1 -> a31oi_1 -> o21ai_0 -> o311ai_0 -> a22oi_1 -> clkdlybuf4s50_1	
sta	setup_viol_count_final	0	
worst_setup_path	max_stage_delay	1020	ps
drt	first_pass_iters	5	
worst_setup_path	critPathSlowestCell	clkdlybuf4s50_1	
placement	gp_congestion	0.9501	
finish	multiInputGateArea	44680	um2
placement	dp_hpwl	105.9	mm
sta	fmax	0.06637	GHz
worst_setup_path	critPathBufInv	5	
floorplan	io_pins	385	
sta	setup_ws	3232	ps
synth	top_area_cell	fa_1	
drt	via_per_inst	4.604	
drt	postRouteAntennaNets	0	
sta	whs	8480	ps
synth	yosysSeqAreaShare	0	
synth	topCellsByArea	fa_1, ha_1, inv_1, and2_1, nand2_1	
global_route	grt_pass1_vias	41400	
placement	detailedPlace.worstSlack	3285	ps
synth	ys_area	50700	um2
finish	fin_area	56960	um2
global_route	grt_overflow	0	
synth	synthCells	5871	
flow_run	tool_warnings	33	
worst_setup_path	critical_path_class	in -> out	
synth	synth.avg_cell_area	8.635	um2
worst_setup_path	startpoint_type	input port	
floorplan	core_area	167400	um2
min_path	hold_start	input_data[64]	
synth	top_cells_by_count	inv_1, fa_1, nand2_1	
min_path	hold_depth	4	
global_route	grt_pass1_wl	215.1	mm
floorplan	fp-row-count	150	
status	status	completed	
floorplan	die_y	413.1	um
placement	portBuffers	384	
sta	grt_setup_unrepaired	false	
flow_run	cap_violations	0	
worst_setup_path	cp_data_arrival_time	11410	ps
worst_setup_path	crit_path_frequent_cell	fa_1	
synth	top_cell	inv_1	
finish	seq_area	0	um2
clocking	cts_setup_buffers	0	
finish	nFillCells	17040	
finish	area_growth	12.35	%
clocking	cts_resized	0	
floorplan	die_w	413.1	um
min_path	hold_end	output_data[128]	
finish	drive_gt1_frac	0.01262	
placement	dpl_cell_area	56950	um2
drt	wl_per_cell	15.35	um
drt	num_vias	38250	
synth	ys_cells	5871	
drt	first_iter_violations	1261	
synth	synth_cell_types	59	
-- kinds of logic after synthesis --
logic type,synth area share
fa+ha+maj,0.6136
compound gates,0.06197
simple gates,0.1764
buf+inv,0.1187
xor+xnor,0.02937
-- layer usage --
| metal | GRT usage | vias up | wire length (um) |
|---|---|---|---|
| li1 | - | 17920 | - |
| met2 | 0.2545 | 1266 | 57910 |
| met4 | 0.01775 | 10 | 1627 |
| met3 | 0.07196 | 108 | 13560 |
| met1 | 0.2247 | 18950 | 54370 |
| met5 | 0 | - | 69 |
-- area by class of cell --
type                       instances  area share
timing repair buffer             445     0.07552
antenna                            3   0.0001318
tap                             2204     0.04841
multi-input combinational       4268      0.7845
inverter                        1388     0.09147
-- worst max-delay path by stage --
stage / from / endpoint / slack [ps] / cells after the start
after CTS: weight_data[2] / output_data[27] / 3210 / 21
after global routing: weight_data[1] / output_data[27] / 2780 / 21
final: weight_data[1] / output_data[27] / 3230 / 21
-- placed cells by master, fill, tap and decap left out, types with 11 or more instances in the layout --
cell,netlist,final
a21o_1,109,109
nor3_1,11,11
o21a_1,17,17
a21oi_1,141,141
clkdlybuf4s50_1,0,384
o21bai_1,28,28
buf_4,0,61
nor2b_1,11,11
o21ai_0,71,71
a211oi_1,18,18
and2_1,732,732
and3_1,18,18
inv_1,1388,1388
nor2_1,83,83
xor2_1,57,57
xnor2_1,113,113
ha_1,624,624
nand3_1,37,37
nand4_1,20,20
fa_1,1164,1164
a31oi_1,24,24
nand2_1,897,897
-- per-stage QoR --
step / instances / util
after floorplan: 5871 / -
after global placement: 8305 / 0.3402
after detailed placement: 8305 / 0.3402
after CTS: 8305 / 0.3402
after global routing: 8306 / 0.3402
final: 8308 / 0.3402
